## flow/run.sh

```bash
#!/bin/bash
# OpenROAD 26Q1-2900-gdf79404cd8, Yosys 0.63+post, stock flow scripts
make -C /OpenROAD-flow-scripts/flow DESIGN_CONFIG=/design/flow/config.mk WORK_HOME=/design/flow/orfs finish
```

## flow/config.mk

```make
export PLATFORM = sky130hd
export DESIGN_NAME = top
export DESIGN_NICKNAME = top
export VERILOG_FILES = /design/flow/design.v
export SDC_FILE = /design/flow/constraint.sdc
export NUM_CORES = 4
export LEC_CHECK = 1
export CORE_AREA = 10 10 198 198
export DIE_AREA = 0 0 208 208
export SYNTH_HDL_FRONTEND = slang
```

## flow/constraint.sdc

```tcl
current_design top

set clk_period 3.3
set clk_io_pct 0.2

create_clock -name clk0 -period $clk_period [get_ports {clk_2}]

set non_clock_inputs [all_inputs -no_clocks]
set_input_delay [expr $clk_period * $clk_io_pct] -clock clk0 $non_clock_inputs
set_output_delay [expr $clk_period * $clk_io_pct] -clock clk0 [all_outputs]
```

## flow/design.v

```verilog
parameter divide_by=100000000;   
parameter NBITS_INSTR = 32;
parameter NBITS_TOP = 8, NREGS_TOP = 32, NBITS_LCD = 64;
module top(input  logic clk_2,
           input  logic [NBITS_TOP-1:0] SWI,
           output logic [NBITS_TOP-1:0] LED,
           output logic [NBITS_TOP-1:0] SEG,
           output logic [NBITS_LCD-1:0] lcd_a, lcd_b,
           output logic [NBITS_INSTR-1:0] lcd_instruction,
           output logic [NBITS_TOP-1:0] lcd_registrador [0:NREGS_TOP-1],
           output logic [NBITS_TOP-1:0] lcd_pc, lcd_SrcA, lcd_SrcB,
             lcd_ALUResult, lcd_Result, lcd_WriteData, lcd_ReadData, 
           output logic lcd_MemWrite, lcd_Branch, lcd_MemtoReg, lcd_RegWrite);
  always_comb begin
    lcd_WriteData <= SWI;
    lcd_pc <= 'h12;
    lcd_instruction <= 'h34567890;
    lcd_SrcA <= 'hab;
    lcd_SrcB <= 'hcd;
    lcd_ALUResult <= 'hef;
    lcd_Result <= 'h11;
    lcd_ReadData <= 'h33;
    lcd_MemWrite <= SWI[0];
    lcd_Branch <= SWI[1];
    lcd_MemtoReg <= SWI[2];
    lcd_RegWrite <= SWI[3];
    for(int i=0; i<NREGS_TOP; i++)
       if(i != NREGS_TOP/2-1) lcd_registrador[i] <= i+i*16;
       else                   lcd_registrador[i] <= ~SWI;
  end
  parameter NBITS_TEMP = 3;  
  parameter NUM_INCREMENT_TEMP = 1;
  parameter NUM_RESET_PADRAO = 0; 
  parameter NUM_LIMIT_TEMP = 7;  
  parameter NBITS_CONT = 4;  
  parameter NUM_CORRECTION_CONT = 1; 
  parameter NUM_INCREMENT_CONT = 1; 
  parameter NUM_CLOCK_PINGA = 10;  
  parameter NUM_CLOCK_STOP_PINGA = 4;  
  parameter TRUE = 1;  
  parameter FALSE = 0;  
  parameter NSTATES = 2; 
  logic reset, diminuir, aumentar;
  always_comb begin
    reset <= SWI[7];
    diminuir <= SWI[0];
    aumentar <= SWI[1];
    LED[7] <= clk_2; 
  end
  logic[NBITS_TEMP-1:0] temp_real, temp_desejada; 
  logic pingando;
  logic[NBITS_CONT-1:0] cont = NUM_CORRECTION_CONT;
  logic[NBITS_CONT-2:0] cont_pinga = NUM_CORRECTION_CONT;
  enum logic [NSTATES-1 : 0] {temp_estavel, temp_aumenta, temp_diminui} state;
  function int aumentaTempDesejada;
    return 
      temp_desejada + NUM_INCREMENT_TEMP >= NUM_LIMIT_TEMP 
        ? NUM_LIMIT_TEMP 
        : temp_desejada + NUM_INCREMENT_TEMP;  
  endfunction
  function int diminuiTempDesejada;
    return 
      temp_desejada - NUM_INCREMENT_TEMP >= NUM_LIMIT_TEMP 
        ? NUM_RESET_PADRAO 
        : temp_desejada - NUM_INCREMENT_TEMP;   
  endfunction
  always_ff @(posedge clk_2) begin
    if (reset) begin
      pingando <= FALSE;
      temp_real <= NUM_RESET_PADRAO;
      temp_desejada <= NUM_RESET_PADRAO;
      cont <= NUM_RESET_PADRAO;
      cont_pinga <= NUM_RESET_PADRAO;
      state <= temp_estavel;
    end else begin
      cont <= cont + NUM_INCREMENT_CONT;
      cont_pinga <= 
        pingando && temp_real == NUM_LIMIT_TEMP 
          ? cont_pinga + NUM_INCREMENT_CONT 
          : cont_pinga; 
      pingando <= 
        cont_pinga >= NUM_CLOCK_STOP_PINGA - NUM_CORRECTION_CONT
          ? NUM_RESET_PADRAO
          : cont == NUM_CLOCK_PINGA - NUM_CORRECTION_CONT
              ? TRUE 
              : pingando; 
      temp_real <=
        cont % 2 == 0 && temp_desejada != temp_real  
          ? temp_desejada > temp_real 
              ? temp_real + NUM_INCREMENT_TEMP
              : temp_real - NUM_INCREMENT_TEMP
          : temp_real;
      unique case (state)
        temp_estavel: begin
          if (aumentar && ~diminuir) begin
            temp_desejada <= aumentaTempDesejada();
            state <= temp_aumenta;
          end 
          else if (~aumentar && diminuir) begin
            temp_desejada <= diminuiTempDesejada();
            state <= temp_diminui;
          end 
        end 
        temp_aumenta: begin
          if (aumentar && ~diminuir) temp_desejada <= aumentaTempDesejada();
          else if (~aumentar && diminuir) begin
            temp_desejada <= diminuiTempDesejada();
            state <= temp_diminui;
          end
          else state <= temp_estavel;
        end 
        temp_diminui: begin
          if (~aumentar && diminuir) temp_desejada <= diminuiTempDesejada();
          else if (aumentar && ~diminuir) begin
            temp_desejada <= aumentaTempDesejada();
            state <= temp_aumenta;
          end
          else state <= temp_estavel;
        end 
      endcase
    end
  end
  always_comb begin 
    lcd_a <= temp_real;  
    lcd_b <= temp_desejada;  
    LED[6:4] <= temp_real;  
    LED[2:0] <= temp_desejada;  
    LED[3] <= pingando;  
  end
endmodule
```

==> summary.txt <==
The full implementation flow was run.

The report puts the hold buffer count at CTS at 0. TritonCTS built the clock tree. The detailed-routing iteration count for the pre-antenna-repair pass stands at 4. Setup repair after global routing left no endpoint under its margin. The number of violations of the max-capacitance limit stands at 0. The area taken by multi-input combinational cells is reported as 2250 sq um. In this run the worst hold path is classified as flip-flop to flip-flop.

Per the timing report, the most critical flop-to-flop path finishes at temp_real[2]$_SDFFE_PP0P_. The row count stands at about 70. Summed over all nets, the half-perimeter wirelength after detailed placement is roughly 9000 um. The power density over the cells stands at 287 nW/um^2. Looking at the worst setup and hold paths, the clock pins of their registers show a slew of about 0.05 ns. By instance count after routing, the leading logic cell type is conb_1. Pins over their slew limit in the final report were tallied at 0. The data arrival time of the critical path stands at ~2.3 ns. The maximum vdd ir drop stands at 216 uV. Cells with a size suffix above 1 make up around 1.6% of the layout. The via count of the first global-routing pass was about 2600. The first global-routing pass estimated approximately 14000 um of wire.

Using the TritonRoute via totals, the vias-per-cell ratio works out to 1.99. The final routed DRC violation total stands at 0. Buffers placed on the I/O ports in this run total 42. The antenna violation net count after detailed routing stands at 0. Relative to the synthesized area, the layout overhead comes to -16.2%. The final number of setup-violating endpoints stands at 0. The highest fanout seen on the critical path stands at 2. The core area stands at ~35000 sq um. The worst register-to-register path depth is 10. Measured along the x axis, the die boundary spans between 200 and 250 um. For reference, the post-synthesis area per instance comes to 7.67 sq um. The number of failing hold endpoints at the final stage stands at 0. For this run, the number of standard cells in the final layout without fillers is around 1100. The last weighted congestion value of the routability-driven placer stands at ~0.74.

At the worst endpoint, the required time is 2.64 ns. The static power due to leakage stands at roughly 2.2 nW. The post-cts gate resize count stands at 0. The cell count after placement stands at about 1100. The routed design ends up with an antenna cell count of 0.

The violation tally recorded at the end of detailed-routing iteration 0 is 70. The flow ran to the end, and the final reports show no timing, DRC or antenna violations. The startpoint identified for the worst hold timing path is cont_pinga[2]$_SDFFE_PP0P_. The worst setup path is captured at an output pin. Summed over all failing endpoints, the final setup total negative slack is 0 ns. The largest net degree at the start of global routing stands at 17. Per the cell usage report, the commonest logic cells after layout are conb_1 (458), clkdlybuf4s50_1 (42), dfxtp_1 (17). The count of distinct cell types in the synthesized netlist stands at 31. The critical path is of the clock port to output pin type. After technology mapping, the gate count stands at approximately 600. The insertion delay of the later-clocked pin in the worst-skew pair stands at around 0.36 ns. The number of setup buffers added after CTS is 0. The synthesis report gives the async set-or-reset register share as 0%.

In the synthesized netlist the dominant register cell turns out to be dfxtp_1. The total of fill cells in the finished design stands at between 4000 and 5000. The synthesized area stands at between 4000 and 5000 sq um. Per the timing report, the most critical flop-to-flop path originates at temp_real[1]$_SDFFE_PP0P_. Global routing used around 3.6% of the available tracks. The chip area stands at ~43000 sq um.

For flop-to-flop paths, the worst setup slack is between 0.8 and 0.9 ns. The portion of the post-synthesis area used by sequential elements stands at ~7.5%. According to the Yosys statistics, the synthesized design has a chip area of 4530 sq um. The post-synth count of flops with an enable pin is 0. The total number of vias stands at between 2000 and 2500. The total overflow left after global routing is 0.

Wires add up to between 9000 and 10000 um. Hold analysis lists the worst path endpoint as pingando$_SDFFE_PP0N_. The depth of the worst hold-timing path stands at 1. The largest clock skew in the final design stands at between 0.005 and 0.006 ns.

The die is 208 um tall. The post-synth register bit count is 17. The stage logs contain a warning count of 29. According to the I/O placement log, the pin count is about 500. The initial antenna violation count came to 0. Before placement the cells fill 13.1% of the core. STA classifies the critical path startpoint as a clock port.

The number of cell instances after yosys synthesis stands at between 500 and 600. The synthesis log from Yosys contains 8 warnings. The script logs the mean routed wire length per placed instance as ~8.8 um. The sequential cells in the finished layout cover a total of 340 sq um.
## registers in the layout, indices dropped and copies added (netlist names)
name / count
temp_desejada: 3
temp_real: 3
state: 3
cont: 4
pingando: 1
cont_pinga: 3
## critical path, cell delays in order
cell	delay [ns]
clkbuf_16	0.12
clkbuf_16	0.13
clkdlybuf4s50_1	0.44
## how the worst max path moves through the flow
stage	depth (start not counted)	to	slack [ns]	startpoint
finish	3	LED[7]	0.31	clk_2
CTS	3	LED[7]	0.27	clk_2
global route	3	LED[7]	0.26	clk_2
## synth_stat cells, types with 3 or more instances
| cell | n | area share [%] |
|---|---|---|
| a21oi_1 | 4 | 0.44 |
| buf_4 | 478 | 79 |
| dfxtp_1 | 17 | 7.5 |
| ha_1 | 10 | 2.8 |
| inv_1 | 15 | 1.2 |
| nand2_1 | 7 | 0.58 |
| nand3_1 | 4 | 0.44 |
| nor2_1 | 16 | 1.3 |
| nor3_1 | 5 | 0.55 |
| xor2_1 | 3 | 0.58 |
## per-stage QoR
stage | utilization (%) | hold slack (ns) | instance area, sq um | total power [mW] | setup WS (ns)
floorplan | - | 0.421 | 6240 | 0.879 | 0.892
global placement | 10.5 | 0.437 | 3640 | 0.679 | 0.623
detailed placement | 10.5 | 0.445 | 3640 | 0.682 | 0.623
CTS | 10.9 | 0.451 | 3800 | 1.13 | 0.271
global route | 10.9 | 0.475 | 3800 | 1.20 | 0.255
finish | 10.9 | 0.444 | 3800 | 1.09 | 0.305
## logic make-up after synthesis
family / after synthesis / share of synthesized area [%]
xor gates and xnor gates: 5 / 0.966
buffers and inverters: 495 / 80.6
and+or+nand+nor: 40 / 4.06
other: 2 / 0.166
AOI/OAI and AO/OA: 18 / 2.82
adders and majority gates: 11 / 3.20
DFF: 17 / 7.51
muxes: 3 / 0.690
## area by class of cell
class	count	share of cell area, %
Tap cell	455	15.0
Multi-Input combinational cell	535	59.3
Timing Repair Buffer	42	11.0
Clock buffer	8	4.31
Sequential cell	17	8.96
Inverter	15	1.48
## routing by layer
| layer | routed length (um) | up-vias | track usage, % |
|---|---|---|---|
| li1 | - | 931 | - |
| met1 | 2950 | 940 | 3.13 |
| met2 | 4740 | 254 | 6.60 |
| met3 | 1590 | 12 | 2.59 |
| met4 | 114 | 0 | 0.548 |
| met5 | 0 | - | 0 |
## report_power, final
group          total [mW]  internal (mW)  switching [mW]
Sequential          0.279          0.231          0.0485
Clock               0.447          0.339           0.108
Combinational       0.363          0.193           0.170
Total                1.09          0.763           0.327
Power and IR drop assume default switching activity.
